## design/flow/design.v

```verilog
module oled_gpio_core
   (
    input  logic clk,
    input  logic reset,
    input  logic cs,
    input  logic read,
    input  logic write,
    input  logic [4:0] addr,
    input  logic [31:0] wr_data,
    output logic [31:0] rd_data,
    output logic oled_dc, oled_reset, oled_vbatc, oled_vddc
   );
   logic wr_en;
   logic D0,D1,D2,D3;
   always_ff @(posedge clk, posedge reset)
      if (reset)
         begin
            D0 <= 0;
            D1 <= 0;
            D2 <= 0;
            D3 <= 0;
         end
      else   
         if (wr_en)
         begin
            if(addr[1:0] == 2'b00)
            begin
               D0 <= wr_data[0];
            end
            if(addr[1:0] == 2'b01)
            begin
               D1 <= wr_data[0];
            end
            if(addr[1:0] == 2'b10)
            begin
               D2 <= wr_data[0];
            end         
            if(addr[1:0] == 2'b11)
            begin
               D3 <= wr_data[0];
            end           
         end
   assign wr_en = cs && write;
   assign rd_data =  0;
   assign oled_dc = D0;
   assign oled_reset = D1;
   assign oled_vbatc = D2;
   assign oled_vddc = D3;
endmodule
```

## design/flow/run.sh

```bash
#!/bin/bash
# OpenROAD 26Q1-2900-gdf79404cd8, Yosys 0.63+post, stock flow scripts
make -C /OpenROAD-flow-scripts/flow DESIGN_CONFIG=/design/flow/config.mk WORK_HOME=/design/flow/orfs finish
```

## design/flow/config.mk

```make
export PLATFORM = sky130hd
export DESIGN_NAME = oled_gpio_core
export DESIGN_NICKNAME = oled_gpio_core
export VERILOG_FILES = /design/flow/design.v
export SDC_FILE = /design/flow/constraint.sdc
export NUM_CORES = 4
export LEC_CHECK = 1
export CORE_AREA = 10 10 70 70
export DIE_AREA = 0 0 80 80
```

## design/flow/constraint.sdc

```tcl
current_design oled_gpio_core

set clk_period 1.0
set clk_io_pct 0.2

create_clock -name clk0 -period $clk_period [get_ports {clk}]

set non_clock_inputs [all_inputs -no_clocks]
set_input_delay [expr $clk_period * $clk_io_pct] -clock clk0 $non_clock_inputs
set_output_delay [expr $clk_period * $clk_io_pct] -clock clk0 [all_outputs]
```

==> flow.log <==
[report] extracting results
[metrics] layout overhead on the synthesized area: 10.7%
[metrics] die width: 80 um
[metrics] number of cells after detailed placement: 103
[metrics] number of sinks driven by the clock tree: 4
[metrics] wire length of the first global-routing pass: 1330 um
[metrics] final critical path time including I/O delays and setup: 0.943 ns
[metrics] Detailed Place HPWL: 821 um
[metrics] Post-synth area hogs: sky130_fd_sc_hd__buf_4, sky130_fd_sc_hd__dfrtp_1, sky130_fd_sc_hd__mux2_2, sky130_fd_sc_hd__nand4b_1, sky130_fd_sc_hd__mux2_4
[metrics] CTS tree: done
[metrics] cells along the critical path: dlygate4sd2_1 > and4bb_1 > mux2_4
[metrics] core utilization before placement: 0.127
[metrics] Bufs on Longest Clock Path: 2
[metrics] clock-pin slew on the worst setup and hold paths: 0.04 ns
[metrics] remaining global-route overflow: 0
[metrics] tally of non-filler cells in the final layout: 106
[metrics] chip area in the Yosys report: 433 um2
[metrics] number of maximum-capacitance violations: 0
[metrics] syn avg cell area: 9.41 um2
[metrics] element type at the critical path end: register
[metrics] cell with the most instances after synthesis: sky130_fd_sc_hd__buf_4
[metrics] routed wire length per instance: 8.77 um
[metrics] post-layout power: 0.527 mW
[metrics] data required time at the worst endpoint: 1.11 ns
[metrics] Worst Skew: 0 ns
[metrics] Synth cell types: 9
[metrics] top post-synthesis cells by count: sky130_fd_sc_hd__buf_4, sky130_fd_sc_hd__dfrtp_1, sky130_fd_sc_hd__mux2_2, sky130_fd_sc_hd__nand4b_1
[metrics] fraction of layout instances using a drive strength above 1: 0.217
[metrics] die area: 6400 um2
[metrics] number of global-route vias before repair: 314
[metrics] area leader, netlist: sky130_fd_sc_hd__buf_4
[metrics] Area leader share: 0.555
[metrics] number of pins with negative max-slew slack in the final report: 0
[metrics] Antenna Cells: 0
[metrics] critical setup path kind: primary input to register
[metrics] basic-gate share of the synthesized area counting and, or, nand and nor cells: 0.0838
[metrics] number of cells in Yosys stat: 46
[metrics] All-Layer GR Usage: 0.0250
[metrics] number of buffers and inverters on the critical path: 1
[metrics] accumulated negative setup slack: 0 ns
[metrics] sequential fraction of the synthesis area: 0.231
[metrics] number of buffers inserted during clock tree synthesis: 3
[metrics] number of enable flip-flop cells: 0
[metrics] via count normalized by instance count: 2.36
[metrics] via total after detailed routing: 250
[metrics] f_max: 1.06 GHz
[metrics] Clock Root Buffer: sky130_fd_sc_hd__clkbuf_4
[metrics] total area of multi-input combinational cells: 205 um2
[metrics] cell area power density: 1100 nW/um2
[metrics] violation tally from detailed-route iteration zero: 18
[metrics] adder-cell area share of the yosys netlist: 0
[metrics] mux frac, synth: 0.113
[metrics] number of register bits inferred by synthesis: 4
[metrics] stage-log warning count: 60
[metrics] final worst path period share: 0.943
[metrics] cell class contributing the biggest share of worst-path delay: multiplexers
[metrics] largest net degree at the start of global routing: 5
[metrics] Fin. Hold Viols: 0
[metrics] synthesized-area fraction occupied by ao, oa, aoi and oai cells: 0
[metrics] setup repair after global routing missed its margin: no
[metrics] Die Y: 80 um
[metrics] final setup violation count: 0
[metrics] type of the most critical hold path: primary input to async pin
[metrics] # DRC: 0
[metrics] number of buffers inserted by port buffering: 10
[metrics] total I/O pin count: 78
[metrics] longest individual stage delay on the worst path: 0.30 ns
[metrics] CP arrival: 1.06 ns
[metrics] number of post-CTS setup repair buffers: 0
[metrics] post-route antenna net violation count: 0
[metrics] cell area after synthesis: 433 um2
[metrics] worst setup slack for register-to-register paths: 0.24 ns
[metrics] Top non-seq family: buffers and inverters
[metrics] Leak Pwr: 0.256 nW
[metrics] cell count after synthesis: 46
[metrics] maximum resistive drop on vdd: 193 uV
[metrics] WL final: 930 um
[metrics] clock network latency to the later pin of the worst-skew pair: 0.23 ns
[metrics] final core utilization: 0.140
[metrics] Synth async-reset ratio: 1.00
[metrics] cell with the largest stage delay on the worst path: sky130_fd_sc_hd__mux2_4
[metrics] outcome: finished, final reports clean
[metrics] area occupied by registers: 100 um2
[metrics] core area: 3420 um2
[metrics] post-detailed-placement cell area: 482 um2
[metrics] count of yosys warnings during synthesis: 1
[metrics] final non-filler cell area: 479 um2
[metrics] placer congestion estimate: 0.719
[metrics] CP Launch Type: primary input
[metrics] count of filler cells inserted in the layout: 414
[metrics] number of optimization iterations in the first detailed-route pass: 3
[metrics] number of placement rows: 21
[metrics] XOR/XNOR Fraction of Synth Area: 0
[metrics] Dominant Register Cell: sky130_fd_sc_hd__dfrtp_1
[metrics] H-tree depth reported by CTS: 1
[metrics] antenna violations before repair: 0
[metrics] number of buffers inserted by hold repair at cts: 0
[metrics] highest fanout seen on the critical path: 4
-- repair_timing --
item,CTS,global route
setup endpoints to repair,8,3
resized,13,3
pin swaps,1,0
-- routing by layer --
metal,GRT usage,share of wire
met5,0,0
met4,0.00880,0.019
met3,0.0159,0.12
met2,0.0337,0.41
met1,0.0314,0.45
-- logic make-up after synthesis --
| kind of cell | Yosys count |
|---|---|
| buf+inv | 33 |
| mux | 4 |
| other cells | 1 |
| simple gates | 4 |
| flops | 4 |
-- report_power, final --
part	leakage, nW	switching, mW	internal [mW]
clock	0.0138	0.0602	0.134
combinational	0.194	0.0398	0.0772
sequential	0.0480	0.0175	0.199
-- flip-flops by register name, summed over array words and instances, names as in the netlist --
signal	cells
D3	1
D1	1
D2	1
D0	1
-- cell usage in the layout (no fill, tap or decap) --
cell type / synthesis / routed
sky130_fd_sc_hd__mux2_4: 1 / 1
sky130_fd_sc_hd__dfrtp_1: 4 / 4
sky130_fd_sc_hd__clkdlybuf4s50_1: 0 / 2
sky130_fd_sc_hd__nand4_1: 1 / 1
sky130_fd_sc_hd__dlygate4sd2_1: 0 / 4
sky130_fd_sc_hd__inv_1: 1 / 1
sky130_fd_sc_hd__and4bb_1: 1 / 1
sky130_fd_sc_hd__buf_2: 0 / 1
sky130_fd_sc_hd__clkbuf_4: 0 / 3
sky130_fd_sc_hd__clkbuf_2: 0 / 3
sky130_fd_sc_hd__mux2_2: 3 / 3
sky130_fd_sc_hd__nand4b_1: 2 / 2
sky130_fd_sc_hd__buf_4: 32 / 2
sky130_fd_sc_hd__conb_1: 1 / 32
-- cell type report --
cell class                      count  area share
Tap cell                           46       0.120
Timing Repair Buffer               12       0.188
Sequential cell                     4       0.209
Inverter                            1     0.00783
Multi-Input combinational cell     40       0.428
Clock buffer                        3      0.0470
-- worst paths after layout --
path,cells after the start,startpoint,to
worst max-delay path,3,addr[1],D0$_DFFE_PP0P_
worst min-delay path,2,reset,D3$_DFFE_PP0P_
worst max register to register,1,D0$_DFFE_PP0P_,D0$_DFFE_PP0P_
worst min register to register,1,D3$_DFFE_PP0P_,D3$_DFFE_PP0P_
max in group asynchronous,2,reset,D2$_DFFE_PP0P_
min in group clk0,3,write,D3$_DFFE_PP0P_
-- stage by stage --
step           hold WS, ns  worst slack, ns
4_1_cts              0.161          0.00356
3_3_place_gp         0.410           -0.364
3_5_place_dp         0.412           -0.380
6_report             0.154           0.0566
5_1_grt              0.169           0.0301
2_1_floorplan      -0.0339            0.124
No activity file was given, so power comes from the tool's default toggle rates.
